`/design/flow/run.sh`:
```
#!/bin/bash
# OpenROAD 26Q1-2900-gdf79404cd8, Yosys 0.63+post, stock flow scripts
make -C /OpenROAD-flow-scripts/flow DESIGN_CONFIG=/design/flow/config.mk WORK_HOME=/design/flow/orfs finish
```
`/design/flow/config.mk`:
```
export PLATFORM = sky130hd
export DESIGN_NAME = master_glue
export DESIGN_NICKNAME = master_glue
export VERILOG_FILES = /design/flow/design.v
export SDC_FILE = /design/flow/constraint.sdc
export NUM_CORES = 4
export LEC_CHECK = 1
export CORE_AREA = 10 10 101 101
export DIE_AREA = 0 0 111 111
```
`/design/flow/constraint.sdc`:
```
current_design master_glue

set clk_period 5.3
set clk_io_pct 0.2

create_clock -name clk0 -period $clk_period

set non_clock_inputs [all_inputs -no_clocks]
set_input_delay [expr $clk_period * $clk_io_pct] -clock clk0 $non_clock_inputs
set_output_delay [expr $clk_period * $clk_io_pct] -clock clk0 [all_outputs]
```
`/design/flow/design.v`:
```
`timescale 1ns / 1ps
module master_glue (
    input [31:0] data_out_mux,
    input        hready,
    input        hresp,
    input [2:0]  func3,
    input        mem_write,
    input        mem_read,
    input [31:0] rs2_data,
    input [31:0] alu_out,
    input [31:0] address,
    output reg [1:0]  htrans,
    output reg [31:0] haddr,
    output reg [31:0] hwdata,
    output reg [3:0]  hprot,
    output reg        hwrite,
    output reg [2:0]  hsize,
    output reg [31:0] data_out
);
always @(*) begin
    htrans   = 2'b00;
    haddr    = 32'b0;
    hwdata   = 32'b0;
    hprot    = 4'b0000;
    hwrite   = 1'b0;
    hsize    = 3'b010;
    data_out = data_out_mux;
    if (hready && !hresp) begin
        htrans = 2'b10;  
        if (address[31:24] == 8'hA0) begin  
            if (!mem_read && !mem_write) begin
                haddr  = address;
                hwrite = 0;
                hprot  = 4'b0000;
                case (func3)
                    3'b000: hsize = 3'b000;  
                    3'b001: hsize = 3'b001;  
                    3'b010: hsize = 3'b010;  
                    3'b100: hsize = 3'b000;  
                    3'b101: hsize = 3'b001;  
                    default: hsize = 3'b010;
                endcase
            end
        end
        else if (address[31:24] == 8'hB0) begin  
            haddr = alu_out;
            hprot = 4'b0001;
            case (func3)
                3'b000: hsize = 3'b000;
                3'b001: hsize = 3'b001;
                3'b010: hsize = 3'b010;
                3'b100: hsize = 3'b000;
                3'b101: hsize = 3'b001;
                default: hsize = 3'b010;
            endcase
            if (mem_write) begin
                hwrite = 1;
                hwdata = rs2_data;
            end else if (mem_read) begin
                hwrite = 0;
            end
        end
    end
end
endmodule
```
==> Table 3: Implementation characteristics <==
Implementation parameters

Parameter                              Value

Status
  Status .................. finished clean

STA
  Number of endpoints failing setup at the final stage .................. 0
  Hold WS .................. 2.12 ns
  Worst relative slew slack .................. 66.3%
  Achievable Freq .................. 233 MHz
  Unrepaired setup endpoints after global routing .................. no
  Fin crit share .................. 80.9%
  Slew Viols, Final .................. 0
  Setup ws final .................. 1.01 ns
  Final total negative setup slack .................. 0 ns
  Period minus WS final .................. 4.29 ns
  Pin slew with the least headroom to its limit .................. 0.505 ns
  Hold violation total from the final report .................. 0

Synthesis
  Count of distinct cell types in the synthesized netlist .................. 18
  Yosys warns .................. 1
  Mapped Avg Cell Area .................. 6.24 um^2
  Largest type area fraction .................. 28.9%
  Summed instance area of the synthesized netlist .................. 986 um^2
  Ys cells .................. 158
  Leading area contributor after synthesis .................. buf_4
  Synthesis area per yosys .................. 986 um^2
  Sequential share of the synthesized area .................. 0%
  Area contributors post-synth .................. buf_4 29%, and3_1 25%, a22oi_1 18%
  Mapped Cells .................. 158

Route
  Total via count in the routed design .................. 1535
  1st-iter DRT viols .................. 88
  Average detailed-routed wire length per instance .................. 16.7 um
  Number of search-and-repair iterations in the first detailed-routing pass .................. 4
  Antenna diode count .................. 0
  ANT nets after route .................. 0
  Wirelength, routed .................. 6.52 mm
  Number of remaining DRC errors .................. 0
  Average via count per standard cell .................. 3.94

Critical path
  Launching instance or port of the critical path .................. address[28]
  Critical path launch point type .................. primary input
  CP Capture Point .................. hsize[0]
  Data required time of the worst path .................. 4.24 ns
  Setup CP Type .................. in2out
  Critical path endpoint category .................. output port
  Maximum fanout encountered on the critical timing path .................. 26
  Worst path arrival time .................. 3.23 ns

Die
  Number of cell rows .................. 33
  Die height .................. 111 um
  Effective utilization at floorplan .................. 12.1%
  Placeable core area .................. 8130 um^2
  Boundary Pins .................. 241
  Die W .................. 111 um
  Die outline area .................. 12300 um^2

Power and ir drop
  Net switching share of the total power .................. 25.7%
  Power density over the cells .................. 40.0 nW/um^2
  Sequential group share of total power .................. 0%
  Internal power consumption .................. 0.0756 mW
  Clk network pwr share .................. 0%
  Leakage power total .................. 1.01 nW
  Switching power .................. 0.0261 mW
  Worst vdd ir .................. 0.0184 mV
  Combinational power share .................. 100.0%

Clock tree
  Buffers inserted by post-CTS timing repair .................. 0
  CTS Hold Buffers Added .................. 0
  Resized Gates After CTS .................. 0

Global route
  Wire length of the first global-routing pass .................. 9.81 mm
  Via count of the first global-routing pass .................. 1596
  Initial antenna violation count .................. 0
  Total global routing overflow .................. 0
  Pin count of the biggest net entering global routing .................. 43
  Global-route total usage across every layer .................. 9.64%

Cells and area
  Clock buffer count in the final layout .................. 0
  Summed area of non-filler cells in the final layout .................. 2540 um^2
  Layout cell share with drive strength beyond 1 .................. 3.16%
  Filler cell count in the final layout .................. 843
  Layout Cells excl Fill .................. 390
  Seq_cells .................. 0
  Area growth, synth to finish .................. 158%
  Flop area .................. 0 um^2
  Comb gate area .................. 659 um^2

Placed design
  HPWL reported at the end of detailed placement .................. 5.52 mm
  Post-DP Area .................. 2540 um^2
  Placed cells .................. 390
  Count of input and output buffers .................. 171
  Worst slack at placement .................. 0.966 ns
  Final RePlAce weighted congestion .................. 0.799

Job
  Tool Warnings .................. 33
  Count of max-cap constraint violations .................. 0

Hold path
  Kind of path behind the tightest hold check .................. in2out
[logic make-up (layout without fill, tap and decap cells)]
family,after synthesis,count (layout),share of synthesized area [%]
compound gates,27,27,20.3
simple gates,77,77,43.1
buf+inv,53,176,36.2
other cells,1,5,0.380
[how the worst min path moves through the flow]
stage | startpoint | end | depth (start not counted)
6_report | data_out_mux[0] | data_out[0] | 0
4_1_cts | data_out_mux[0] | data_out[0] | 0
5_1_grt | data_out_mux[0] | data_out[0] | 0
[worst max-delay path, stage by stage]
cell,delay (ns)
clkdlybuf4s50_1,0.78
buf_4,0.39
o21ba_2,0.21
nor2_1,0.14
and3_1,0.17
clkdlybuf4s50_1,0.47
[Yosys cell counts]
cell type  instances
and2_1             3
o21ba_2            1
a21oi_1            2
nor2b_1            1
nor2_1            24
a22oi_1           24
clkbuf_1          13
or3_1              1
nor2_2             1
nor3_2             1
or4_1              1
nand4b_1           1
buf_4             38
nand2_1            4
and3_1            39
buf_6              2
conb_1             1
nor4_2             1
[metrics by stage]
stage / power (mW) / util, %
3_5_place_dp: 0.102 / 31.2
3_3_place_gp: 0.101 / 31.2
5_1_grt: 0.109 / 31.2
4_1_cts: 0.102 / 31.2
2_1_floorplan: 0.0361 / -
6_report: 0.102 / 31.2
[cells in the final DEF (no fill, tap or decap)]
master / n
nor2_1: 24
nor2b_1: 1
and2_1: 3
clkdlybuf4s50_1: 171
nor3_4: 1
nand2_1: 4
nor4_4: 1
or3_1: 1
nand4b_1: 1
a22oi_1: 24
nor2_2: 1
conb_1: 5
a21oi_1: 2
o21ba_2: 1
buf_4: 5
or4_1: 1
and3_1: 39
[cell type report]
class              instances  share of cell area [%]
multi-input cells        109                    26.0
well taps                105                    5.17
repair buffers           176                    68.9
[per-layer routing]
metal	vias to the layer above	part of all wire [%]	GRT usage (%)
met5	-	0	0
met4	0	1.6	1.65
met3	14	9.7	3.94
met2	100	50	16.5
met1	653	39	11.1
li1	768	-	-
[power groups by stage]
stage                 logic [mW]  registers [mW]  clock network [mW]
after CTS                  0.102               0                   0
after global routing       0.109               0                   0
final                      0.102               0                   0
Power is estimated from default activity; no workload was simulated.

==> design/flow/run.sh <==
#!/bin/bash
# OpenROAD 26Q1-2900-gdf79404cd8, Yosys 0.63+post, stock flow scripts
make -C /OpenROAD-flow-scripts/flow DESIGN_CONFIG=/design/flow/config.mk WORK_HOME=/design/flow/orfs finish
==> design/flow/config.mk <==
export PLATFORM = sky130hd
export DESIGN_NAME = slave_glue
export DESIGN_NICKNAME = slave_glue
export VERILOG_FILES = /design/flow/design.v
export SDC_FILE = /design/flow/constraint.sdc
export NUM_CORES = 4
export LEC_CHECK = 1
export CORE_AREA = 10 10 77 77
export DIE_AREA = 0 0 87 87
==> design/flow/constraint.sdc <==
current_design slave_glue

set clk_period 3.8
set clk_io_pct 0.2

create_clock -name clk0 -period $clk_period

set non_clock_inputs [all_inputs -no_clocks]
set_input_delay [expr $clk_period * $clk_io_pct] -clock clk0 $non_clock_inputs
set_output_delay [expr $clk_period * $clk_io_pct] -clock clk0 [all_outputs]
==> design/flow/design.v <==
`timescale 1ns / 1ps
module slave_glue(
    input [31:0] haddr,
    input [31:0] hwdata,
    input [1:0]  htrans,
    input [3:0]  hprot,
    input        hwrite,
    input [2:0]  hsize,
    output reg   wr_en_ram,
    output reg   rd_en_ram,
    output reg   rd_en_rom,
    output reg [31:0] wr_data_ram,
    output reg [31:0] address_rom,
    output reg [31:0] address_ram,
    output reg        hready_1,
    output reg        hresp_1,
    output reg        hresp_2,
    output reg        hready_2
);
always@(*) begin
    wr_en_ram   = 0;
    rd_en_ram   = 0;
    rd_en_rom   = 0;
    wr_data_ram = 32'b0;
    address_ram = 32'b0;
    address_rom = 32'b0;
    hready_1     = 1;
    hready_2     = 1;
    hresp_1       = 0;
    hresp_2       = 0;
if (haddr[31:24] == 8'hB0) begin   
        address_ram = haddr;
        if (hwrite) begin              
            wr_en_ram   = 1;
            wr_data_ram = hwdata;
        end else begin                 
            rd_en_ram = 1;
        end
        hresp_2 = 0;
        hready_2 = 1;
    end 
    else if (haddr[31:24] == 8'hA0) begin  
        address_rom = haddr;
        if (hwrite) begin                  
            hresp_1    = 1;
            hready_1   = 1;
        end else if (hprot[0]) begin       
            hresp_1   = 1;
            hready_1   = 1;
        end else begin                     
            rd_en_rom = 1;
            hresp_1    = 0;
            hready_1   = 1;
        end
    end
end
endmodule
==> impl_metrics.py <==
# Synthesis and PnR figures
metrics = {
    "outcome": {
        "run_status": "finished, final reports clean",
    },
    "drt": {
        "post_drt_via_cell_ratio": 4.60,
        "first_pass_iters": 4,
        "diodes": 0,
        "postRouteWirelength_um": 6220,
        "wl_per_cell_um": 16.3,
        "detailedRoute.firstIterationViolations": 53,
        "drcViolationCount": 0,
        "detail-route-antenna-nets": 0,
        "num_vias": 1758,
    },
    "job": {
        "openroad.warnings": 41,
        "drv.max_cap_violation_count": 0,
    },
    "synth": {
        "synthesis.area_per_instance_sq_um": 5.21,
        "netlist.top_cell.by_area": "nor3_1",
        "top_cells_by_area": "nor3_1, nand3_1, buf_4",
        "netlist_instances": 193,
        "syn_area_sq_um": 1010,
        "post-synth-top-area-fraction_pct": 38.8,
        "synthesis.yosys.warnings": 1,
        "yosys_cell_types": 16,
        "synth_chip_area_sq_um": 1010,
        "postSynthSeqShare_pct": 0,
        "synth.yosys.num_cells": 193,
    },
    "power_and_ir_drop": {
        "clock_network_power_share_pct": 0,
        "internal_power_consumption_w": 0.0000761,
        "irDropWorstVdd_v": 0.0000366,
        "combPwrFrac_pct": 100.0,
        "power.switching_fraction_pct": 38.7,
        "pwr_density_cell_nw_per_um2": 49.0,
        "sequentialPowerShare_pct": 0,
        "p_leak_nw": 0.855,
        "switching_power_w": 0.0000481,
    },
    "grt": {
        "grt_busiest_layer": "met2",
        "grt_antenna_before_repair": 0,
        "grtUsageTotal_pct": 14.7,
        "groute.layer.met2.usage_pct": 24.1,
        "gr-usage-met3_pct": 8.21,
        "grt_pass1_wl_um": 9240,
        "largest_net_degree_at_the_start_of_global_routing": 37,
        "grt.overflow.total": 0,
        "gr-usage-met1_pct": 17.5,
        "vias_in_the_first_global_route": 1655,
    },
    "cts": {
        "cts-resized-gates": 0,
        "cts_post_setup_buffers_inserted": 0,
        "cts_hold_repair.buffers": 0,
    },
    "place": {
        "dp.final_hpwl_um": 5160,
        "gp_congestion": 0.798,
        "placement.cell_area_sq_um": 2530,
        "placement.io_buffers": 155,
    },
    "floorplan": {
        "die.size.y_um": 87,
        "initial_utilization_pct": 23.1,
        "top_level_ports": 177,
        "placement_rows": 24,
        "floorplan.die_area_sq_um": 7570,
        "die.size.x_um": 87,
        "floorplan.core_area_sq_um": 4350,
    },
    "setup_path": {
        "setup.worst_path.end_class": "output pin",
        "timing_worst_setup_path_type": "in2out",
        "cp_max_fo": 33,
        "arrival_time_of_the_worst_setup_path_ns": 2.81,
        "kind_of_launch_point_of_the_worst_setup_path": "input port",
        "cp.required_ns": 3.04,
    },
    "timing": {
        "fin_setup_tns_ns": 0,
        "setup_repair_after_global_routing_missed_its_margin": "no",
        "timing.final.crit_period_ns": 3.57,
        "slew_violations": 0,
        "period_used_pct": 94.0,
        "report.final.hold_viol_count": 0,
        "holdWs_ns": 2.43,
        "final-setup-viol-count": 0,
        "fmax_mhz": 280,
    },
    "cells_and_area": {
        "final_area_sq_um": 2530,
        "layout.area.seq_sq_um": 0,
        "layout-drive-gt1-share_pct": 4.85,
        "flow.area_growth_from_synthesis_pct": 152,
        "num-clock-buffers": 0,
        "seq_cells": 0,
    },
    "min_path": {
        "worstHoldPathType": "in2out",
    },
}
metrics by stage:
step	std cells	util, %	power, W	setup slack (ns)
finish	382	58.1	0.000124	0.229
CTS	382	58.1	0.000126	0.211
global placement	382	58.1	0.000125	0.223
floorplan	205	-	0.0000537	1.27
detailed placement	382	58.1	0.000125	0.205
global route	382	58.1	0.000137	0.0742
layer usage:
| layer | up-vias | wire, um |
|---|---|---|
| met5 | - | 0 |
| met4 | 0 | 0 |
| met3 | 0 | 1110 |
| met2 | 126 | 2710 |
| met1 | 728 | 2400 |
| li1 | 904 | - |
power by group through the flow:
| stage | Combinational (W) | Clock [W] | Sequential, W |
|---|---|---|---|
| 4_1_cts | 0.000126 | 0 | 0 |
| 5_1_grt | 0.000137 | 0 | 0 |
| 6_report | 0.000124 | 0 | 0 |
critical path, stage by stage:
cell	delay (ns)
clkdlybuf4s50_1	0.39
or4_4	0.70
buf_12	0.24
nor3_1	0.20
clkdlybuf4s50_1	0.51
cell type report:
| type | instances | area [sq um] |
|---|---|---|
| fill | 404 | 1820 |
| inverter | 24 | 90.1 |
| multi-input combinational | 141 | 724 |
| tap | 52 | 65.1 |
| timing repair buffer | 165 | 1650 |
Yosys cell counts, drive strengths merged:
cell type,instances
nor2,6
clkbuf,14
or4,1
conb,2
nand3,32
nand2,1
nand3b,1
nor4,1
buf,26
nor3,83
inv,24
nand4bb,1
nand4b,1
logic make-up (layout without fill, tap and decap cells):
group,count (synthesis),count (layout),share of synthesized area [%]
buf+inv,64,189,32.5
simple gates,127,127,66.8
other cells,2,14,0.747
final timing paths:
kind	start	end	slack, ns	cells after the start
max	haddr[24]	wr_data_ram[12]	0.23	5
min	hwdata[27]	wr_data_ram[27]	2.43	4
layout by cell type (no fill, tap or decap), types with 2 or more instances in the layout:
cell / netlist / routed
buf_12: 0 / 2
buf_4: 14 / 8
clkdlybuf4s50_1: 0 / 155
conb_1: 2 / 14
inv_1: 24 / 24
nand3_1: 32 / 32
nor2_1: 6 / 6
nor3_1: 78 / 78
nor3_2: 5 / 5
Power is estimated from default activity; no workload was simulated.

`./design.v`:
```
`timescale 1ns / 1ps
module Instruction_ROM(
    input clk,
    input reset,
    input sel_0,
    input rd_en_rom,
    input [31:0] address_rom,
    output reg [31:0] instr
);
    reg [31:0] rom[4:0];
    wire [2:0] rom_index;
    assign rom_index = address_rom[2:0];   
    always @(posedge clk or posedge reset) begin
        if (reset) begin
            rom[0] <= 32'hAAAA_AAAA;   
            rom[1] <= 32'hBBBB_BBBB;   
            rom[2] <= 32'hCCCC_CCCC;   
            rom[3] <= 32'hDDDD_DDDD;  
            rom[4] <= 32'hEEEE_EEEE;  
            instr  <= 32'b0;
        end
        else if (rd_en_rom&&sel_0) begin
            instr <= rom[rom_index];
        end
        else 
        instr  <= 32'b0;
    end
endmodule
```
`./constraint.sdc`:
```
current_design Instruction_ROM

set clk_period 1.0
set clk_io_pct 0.2

create_clock -name clk0 -period $clk_period [get_ports {clk}]

set non_clock_inputs [all_inputs -no_clocks]
set_input_delay [expr $clk_period * $clk_io_pct] -clock clk0 $non_clock_inputs
set_output_delay [expr $clk_period * $clk_io_pct] -clock clk0 [all_outputs]
```
`./config.mk`:
```
export PLATFORM = sky130hd
export DESIGN_NAME = Instruction_ROM
export DESIGN_NICKNAME = Instruction_ROM
export VERILOG_FILES = /design/flow/design.v
export SDC_FILE = /design/flow/constraint.sdc
export NUM_CORES = 4
export LEC_CHECK = 1
export CORE_AREA = 10 10 70 70
export DIE_AREA = 0 0 80 80
```
`./run.sh`:
```
#!/bin/bash
# OpenROAD 26Q1-2900-gdf79404cd8, Yosys 0.63+post, stock flow scripts
make -C /OpenROAD-flow-scripts/flow DESIGN_CONFIG=/design/flow/config.mk WORK_HOME=/design/flow/orfs finish
```
==> flow_summary.toml <==
# flow metrics
[synthesis]
synthCells = 40
top_cells_by_area = "buf_4 59%, dfrtp_1 28%, a21oi_2 2.4%"
yosysTopAreaCellShare = 0.585
syn_area_per_cell_um2 = 8.98
ys_ff = 4
yosys_area_um2 = 359
ys_seq_frac = 0.279
syn_area_um2 = 359
synth.distinct_cells = 9
yosys_warnings = 2
synth_top_cell_by_area = "buf_4"
ys_cells = 40

[global_routing]
grt_util_all_layers = 0.0308
grt_max_degree = 8
first_global_vias = 281
antenna_found_initial = 0
overflow = 0
grt_pass1_wl_um = 1580

[layout]
largest_register = "instr"
fin_util = 0.182
fillers = 383
finalInstanceArea_um2 = 622
largestRegisters = "instr x4"
syn_to_final_growth_pct = 73.2
mostFrequentLayoutCells = "18 x buf_6, 18 x buf_2, 4 x clkdlybuf4s50_1, 4 x dfrtp_2, 3 x clkbuf_4"
largest_reg_flops = 4
drive_above_1_share = 0.797

[critical_path]
critical_path_arrival_ns = 0.90
crit_buf_inv = 2
path_cells = "buf_6 > buf_6"
crit_required_ns = 0.80
worstSetupPathType = "reg -> out"
critPathCaptureType = "primary output"
cp_slowest_stage_delay_ns = 0.44
worst_setup_path_start_kind = "register"
cpMaxStageDelayCell = "dfrtp_2"
cp_top_family = "flip-flops"
path_common_cell = "buf_6"
path_max_fanout = 7

[detailed_routing]
drt-total-wl_um = 1100
insertedDiodeCount = 0
first_pass_iters = 2
drtIter0Drc = 1
vias_per_cell = 2.61
antenna_left = 0
vias = 274
met1_length_um = 386
wl_per_cell_um = 10.5
drc = 0
wl_met3_um = 218
highest_layer = "met3"
wl_met2_um = 497

[cts]
htree_levels = 1
cts.clk_slew.worst_paths_ns = 0.04
cts_buffers = 3
cts-root-buf = "clkbuf_4"
clock-sinks = 4
cts_hold_buf = 0
cts_tree = "built"
clk_path_buf_depth = 2

[pwr]
vdd_ir_drop_max_v = 0.000541
power.switching_uw = 109
p_seq_frac = 0.346
total_leakage_power_nw = 0.346
power_uw = 523
power.share.switching = 0.208
pwr-share-clk = 0.379
p_comb_frac = 0.275
internal-power_uw = 414
p_per_area_nw_per_um2 = 841

[sta]
relSlewSlack = 0.897
period_used_share = 1.10
rsz0062_at_grt = "yes"
slew_viol_final = 0
setup_viol = 15
tightest_slew_ns = 0.154
finalCriticalPeriod_ns = 1.10
setup_ws_ns = -0.0979
setup_tns_ns = -1.25
finalHoldViolCount = 0
fmax_mhz = 911

[floorplanning]
core_area_um2 = 3420
num_rows = 21
io_pins = 68
die_w_um = 80
dieHeight_um = 80
initCoreUtil = 0.105
dieArea_um2 = 6400

[run]
drv_cap = 0
warnings = 56

[placed_design]
place_area_um2 = 594
dp_slack_ns = -0.219
gp_congestion = 0.695
port_buffers = 38

[status]
failed_checks = "negative setup slack"
run_status = "finished with violations"

[min_path]
min_path_type = "in -> async"
[stage by stage]
stage,hold slack (ns),std cells
floorplan,-0.0339,40
global placement,0.396,97
detailed placement,0.399,97
CTS,0.145,105
global route,0.156,105
finish,0.151,105
[layout make-up]
| type | instances | area, um2 | share of cell area |
|---|---|---|---|
| well taps | 46 | 57.6 | 0.0926 |
| repair buffers | 44 | 385 | 0.620 |
| multi-input cells | 6 | 43.8 | 0.0704 |
| clock buffers | 3 | 22.5 | 0.0362 |
| inverters | 2 | 7.51 | 0.0121 |
| flip-flops and latches | 4 | 105 | 0.169 |
[power groups by stage]
stage / Combinational (mW) / Clock, mW / Sequential (mW)
after CTS: 0.142 / 0.212 / 0.182
final: 0.144 / 0.198 / 0.181
after global routing: 0.157 / 0.227 / 0.183
[metal layers]
layer,GRT usage,vias to the layer above
met2,0.0498,24
met4,0.00352,0
met1,0.0314,118
li1,-,132
met3,0.0250,0
met5,0,-
[cell usage after synthesis]
| cell type | number |
|---|---|
| a21oi_2 | 1 |
| buf_4 | 28 |
| dfrtp_1 | 4 |
| inv_1 | 2 |
| nand2_1 | 1 |
| nand2b_1 | 1 |
| nor2b_1 | 1 |
| nor3b_1 | 1 |
| or3b_1 | 1 |
[logic make-up (layout without fill, tap and decap cells)]
| kind of cell | after synthesis | after routing | share of synthesized area |
|---|---|---|---|
| buffers and inverters | 30 | 49 | 0.606 |
| and+or+nand+nor | 5 | 5 | 0.0906 |
| AOI/OAI and AO/OA | 1 | 1 | 0.0244 |
| DFF | 4 | 4 | 0.279 |
[repair_timing]
action	4_1_cts	5_1_grt
pin swaps	0	2
setup buffers	5	0
endpoints found under the setup margin	32	33
resized	116	5
[worst paths after layout]
| check | from | end | slack (ns) | depth (start not counted) |
|---|---|---|---|---|
| max | instr[21]$_DFF_PP0_ | instr[25] | -0.1 | 2 |
| min in group clk0 | address_rom[2] | instr[20]$_DFF_PP0_ | 0.25 | 3 |
| max in group asynchronous | reset | instr[20]$_DFF_PP0_ | 0.69 | 2 |
| min | reset | instr[22]$_DFF_PP0_ | 0.15 | 2 |
Power figures rest on the tool's default switching activity, not on a simulated workload.
